## flow/run.sh

```bash
#!/bin/bash
# OpenROAD 26Q1-2900-gdf79404cd8, Yosys 0.63+post, stock flow scripts
make -C /OpenROAD-flow-scripts/flow DESIGN_CONFIG=/design/flow/config.mk WORK_HOME=/design/flow/orfs finish
```

## flow/config.mk

```make
export PLATFORM = sky130hd
export DESIGN_NAME = hidman_zx_bus
export DESIGN_NICKNAME = hidman_zx_bus
export VERILOG_FILES = /design/flow/design.v
export SDC_FILE = /design/flow/constraint.sdc
export NUM_CORES = 4
export LEC_CHECK = 1
export CORE_UTILIZATION = 40
```

## flow/constraint.sdc

```tcl
current_design hidman_zx_bus

set clk_period 4.4
set clk_io_pct 0.2

create_clock -name clk0 -period $clk_period [get_ports {MKEY}]
create_clock -name clk1 -period $clk_period [get_ports {MX}]
create_clock -name clk2 -period $clk_period [get_ports {MY}]
create_clock -name clk3 -period $clk_period [get_ports {SK}]
create_clock -name clk4 -period $clk_period [get_ports {STB}]

set non_clock_inputs [all_inputs -no_clocks]
set_input_delay [expr $clk_period * $clk_io_pct] -clock clk0 $non_clock_inputs
set_output_delay [expr $clk_period * $clk_io_pct] -clock clk0 [all_outputs]
```

## flow/design.v

```verilog
module kempston_mouse
(
	input wire MX, MY, MKEY,
	input wire[7:0] DI,
	input wire [15:0] A,
	input wire M1,  
	input wire RD,  
	input wire IORQ,  
	input wire rst_in,
	output wire IORQGE,
	output wire enable,
	output logic[7:0] D
);
	reg[7:0] register_x, register_y, register_key;
	always @(negedge rst_in or posedge MX)
	begin
		if(rst_in == 0)
			register_x = 8'h80;
		else if(MX == 1)
			register_x = DI;
	end
	always @(negedge rst_in or posedge MY)
	begin
		if(rst_in == 0)
			register_y = 8'h60;
		else if(MY == 1)
			register_y = DI;
	end
	always @(negedge rst_in or posedge MKEY)
	begin
		if(rst_in == 0)
			register_key = 8'hFF;
		else if(MKEY == 1)
			register_key = DI;
	end
	wire address_partial_match = ~(A[0] & A[1] & ~A[5] & A[7] & A[15] & M1);  
	assign IORQGE = address_partial_match;  
	assign enable = ~(address_partial_match | RD | IORQ);
	always_comb
	begin
		case ({A[10], A[8]})
			2'b00: D = register_key;  
			2'b01: D = register_x;    
			2'b11: D = register_y;    
			default: D = 8'hFF;
		endcase
	end
endmodule
module kempston_joy
(
	input wire JOY,
	input wire[7:0] DI,
	input wire [15:0] A,
	input wire M1,  
	input wire RD,  
	input wire IORQ,  
	input wire rst_in,
	input wire JOY_ENABLE,
	output wire IORQGE,
	output wire enable,
	output wire[7:0] D
);
	reg[7:0] register_joy;
	always @(negedge rst_in or posedge JOY)
	begin
		if(rst_in == 0)
			register_joy = 8'h0;
		else 
			register_joy = DI;
	end
	wire address_match = (A[7] | A[6] | A[5] | ~M1 | JOY_ENABLE);
	assign IORQGE = address_match;
	assign enable = ~(address_match | RD | IORQ);
	assign D = register_joy;
endmodule
module keyboard
(
	input wire DAT,  
	input wire SK,  
	input wire STB,  
	input wire [15:0] A,
	input wire M1,
	input wire RD,
	input wire IORQ,
	input wire rst_in,
	output wire [4:0] D,
	output wire IORQGE,
	output wire enable,
	output wire PAUSE, MAGIC, RESET  
);
	reg[6:0] serial_data;
	reg[4:0] keys [8];  
	reg REG_PAUSE, REG_MAGIC, REG_RESET;
	always @(posedge SK)
	begin
		serial_data = serial_data << 1;
		serial_data[0] = DAT;
	end
	wire[3:0] AX = serial_data[3:0];  
	wire[2:0] AY = serial_data[6:4];  
	wire key_state = DAT;
	always @(negedge rst_in or posedge STB)
	begin
		if(rst_in == 0)
		begin
			keys[0] = 5'b11111;
			keys[1] = 5'b11111;
			keys[2] = 5'b11111;
			keys[3] = 5'b11111;
			keys[4] = 5'b11111;
			keys[5] = 5'b11111;
			keys[6] = 5'b11111;
			keys[7] = 5'b11111;
			REG_PAUSE = 0;
			REG_MAGIC = 0;
			REG_RESET = 0;
		end
		else begin  
			if(AX[3] == 1'b1)  
			begin
				if(AY == 3'b101  ) REG_MAGIC = key_state;
				if(AY == 3'b110  ) REG_RESET = key_state;
				if(AY == 3'b111  ) REG_PAUSE = key_state;
			end
			else
				keys[AX][AY] = !key_state;
		end
	end
	assign PAUSE = REG_PAUSE;
	assign MAGIC = REG_MAGIC;
	assign RESET = REG_RESET;
	wire [4:0] half_rows_state =
		  (keys[0] | {5{A[8]}})
		& (keys[1] | {5{A[9]}})
		& (keys[2] | {5{A[10]}})
		& (keys[3] | {5{A[11]}})
		& (keys[4] | {5{A[12]}})
		& (keys[5] | {5{A[13]}})
		& (keys[6] | {5{A[14]}})
		& (keys[7] | {5{A[15]}});
	wire address_partial_match = (A[0] | RD | ~M1);
	assign IORQGE = address_partial_match;
	assign enable = ~(address_partial_match | IORQ);
	assign D = half_rows_state;
endmodule
module hidman_zx_bus
(
	input wire MX, MY, MKEY,
	input wire JOY,
	input wire[7:0] DI,
	input wire JOY_ENABLE,  
	input wire TAPE_IN,
	input wire [15:0] A,
	input wire M1,  
	input wire RD,  
	input wire IORQ,  
	input wire RST_IN,
	output wire IORQGE,
	output wire[7:0] D,
	input wire DAT,
	input wire SK,
	input wire STB,
	output wire BSRQ, NMI, RST_OUT  
);
	wire iorqge_mouse, iorqge_keyboard, iorqge_joy;
	wire en_m, en_k, en_j;
	wire[7:0] d_m, d_j;
	wire[4:0] d_k;
	kempston_mouse mouse(MX, MY, MKEY, DI, A, M1, RD, IORQ, RST_IN, iorqge_mouse, en_m, d_m);
	keyboard key(DAT, SK, STB, A, M1, RD, IORQ, RST_IN, d_k, iorqge_keyboard, en_k, BSRQ, NMI, RST_OUT);
	assign IORQGE = 
		iorqge_mouse &
		iorqge_keyboard  
;
	assign D =
		en_m ? d_m :
		en_k ? {1'b1, 1'b1  , 1'b1, d_k} :  
		8'bZZZZZZZZ;
endmodule
```

==> flow_metrics.env <==
# flow metrics
export IMPL_grt_usage_pct=19.31
export IMPL_edf_count=0
export IMPL_maxCapViolations=0
export IMPL_p_per_area_nw_per_um2=404.4
export IMPL_yosysUniqueCellTypes=37
export IMPL_hold_viol=0
export IMPL_clkSlewWorstSetupHoldPaths_ns=0.08
export IMPL_finalSetupViolCount=0
export IMPL_skew_ns=0.001013
export IMPL_grt_start_max_net_pins=38
export IMPL_gp_congestion=0.8350
export IMPL_netlist_area_um2=3506
export IMPL_crit_type="in2out"
export IMPL_cts_tree="built"
export IMPL_yosys_warnings=4
export IMPL_async_flop_share_pct=90.54
export IMPL_overflow=0
export IMPL_clkSinkCount=74
export IMPL_netlist_top_cells_area="dfstp_2, dfrtp_1, mux2i_1"
export IMPL_fp_coreArea_um2=8341
export IMPL_dr_first_iter_drc_count=163
export IMPL_critical_path_arrival_ns=2.95
export IMPL_cp_max_fo=10
export IMPL_numSynthFlops=74
export IMPL_ir_worst_vdd_mv=0.2637
export IMPL_io_pins=49
export IMPL_hold_buffers=0
export IMPL_final_setup_tns_ns=0
export IMPL_place_area_um2=3943
export IMPL_drc_errors=0
export IMPL_grt_pass1_vias=2459
export IMPL_hold_class="reg2reg"
export IMPL_warnings=37
export IMPL_syn_inst=283
export IMPL_grt_pass1_wl_mm=12.90
export IMPL_status="completed"
export IMPL_wl_mm=8.129
export IMPL_drv_slew=0
export IMPL_wire_per_inst_um=18.82
export IMPL_end_kind="primary output"
export IMPL_die_w_um=95.62
export IMPL_ff_type="dfstp_2"
export IMPL_vias=2450
export IMPL_area_growth_syn_to_layout_pct=20.24
export IMPL_critPathLaunchType="input pin"
export IMPL_drive_above_1_share_pct=32.11
export IMPL_portBuffers=37
export IMPL_design_area_um2=4215
export IMPL_post_dp_hpwl_mm=5.531
export IMPL_avgSynthCellArea_um2=12.39
export IMPL_drt_pass1_iterations=5
export IMPL_cts_setup_buffers=0
export IMPL_die_y_um=95.62
export IMPL_chip_area_um2=9143
export IMPL_top_cell_area_share_pct=38.22
export IMPL_relSlewSlack_pct=45.23
export IMPL_grt_setup_unrepaired="false"
export IMPL_ys_seq_share_pct=53.64
export IMPL_ys_chip_area_um2=3506
export IMPL_cp_required_ns=3.52
export IMPL_antenna_found_initial=0
export IMPL_rows=33
export IMPL_initial_core_util_pct=42.03
export IMPL_detail_route_antenna_nets=0
export IMPL_worstMarginPinSlew_ns=0.8216
export IMPL_cts_resized_gates=0
export IMPL_via_per_inst=5.671
export IMPL_yosysTopAreaCell="dfstp_2"
export IMPL_ys_top_cells_by_count="dfstp_2, o22ai_1, mux2i_1"
export IMPL_top_cell="dfstp_2"
export IMPL_ys_cells=283
export IMPL_diodes=0
export IMPL_leakage_nw=1.551
[flip-flops by register name (all words and copies together) (netlist names)]
| signal | count |
|---|---|
| mouse.register_y | 8 |
| key.keys | 40 |
| mouse.register_key | 8 |
| mouse.register_x | 8 |
| key.REG_PAUSE | 1 |
| key.REG_MAGIC | 1 |
| key.serial_data | 7 |
| key.REG_RESET | 1 |
[per-stage QoR]
stage / utilization, % / instances / total power (W) / setup WS, ns / hold slack (ns)
4_1_cts: 50.54 / 432 / 0.001720 / 0.5298 / 0.4729
3_5_place_dp: 47.27 / 410 / 0.001069 / 0.5053 / 0.4561
5_1_grt: 50.54 / 432 / 0.001782 / 0.4271 / 0.4828
6_report: 50.54 / 432 / 0.001705 / 0.5652 / 0.4681
3_3_place_gp: 47.27 / 410 / 0.001064 / 0.5021 / 0.4531
2_1_floorplan: - / 283 / 0.0009606 / 1.753 / 0.3826
[metal layers]
layer	wire, um	vias up	GRT usage [%]	share of wire (%)
met5	0	-	0	0
met3	467	13	5.191	5.7
li1	-	1173	-	-
met1	3879	1194	28.90	48
met4	137	0	4.602	1.7
met2	3644	70	29.05	45
[cells by family (layout without fill, tap and decap cells)]
| family | after synthesis | count (layout) | synth area share (%) |
|---|---|---|---|
| AND-OR/OR-AND | 77 | 77 | 17.70 |
| flip-flops | 74 | 74 | 53.64 |
| AND/OR/NAND/NOR | 55 | 55 | 12.06 |
| buffers and inverters | 39 | 83 | 4.818 |
| multiplexers | 32 | 32 | 9.529 |
| adder cells (fa/ha/maj) | 5 | 5 | 1.784 |
| XOR/XNOR | 1 | 1 | 0.4641 |
[final timing paths]
check	start	to	slack (ns)	depth (start not counted)
max	A[8]	D[1]	0.57	6
min	key.keys[6][2]	key.keys[6][2]	0.47	2
max reg2reg	key.serial_data[5]	key.keys[1][3]	1.77	5
min reg2reg	key.keys[6][2]	key.keys[6][2]	0.47	2
max in group clk4	key.serial_data[5]	key.keys[1][3]	1.77	5
max in group asynchronous	RST_IN	mouse.register_key[2]	2.70	2
max in group clk3	DAT	key.serial_data[0]	2.76	2
min in group clk3	key.serial_data[4]	key.serial_data[5]	0.48	0
min in group asynchronous	RST_IN	key.REG_MAGIC	0.67	1
min in group clk0	DI[4]	mouse.register_key[4]	1.11	1
[final cells by class]
class	instances	area [um^2]
well taps	105	131.4
inverters	19	71.32
repair buffers	42	402.9
flip-flops and latches	74	1881
clock buffers	22	272.8
multi-input cells	170	1456
fillers	740	4125
[placed cells by master, fill, tap and decap left out, types with 2 or more instances in the layout]
cell type,n
a22o_1,8
nand4b_1,3
o2bb2ai_1,8
ha_1,5
or4b_1,2
o31ai_1,16
nand4bb_1,2
a211oi_1,5
or4b_4,2
a211oi_2,11
mux2_2,11
o22ai_1,28
dfxtp_1,7
nand2_1,6
dfstp_2,51
clkbuf_1,3
dfrtp_1,16
nor4b_1,3
clkbuf_8,19
mux2i_1,21
nor4bb_1,3
or4_1,6
inv_1,19
nand3_1,19
clkdlybuf4s50_1,36
buf_4,5
[power breakdown]
group | internal [W] | total (W) | switching [W]
combinational | 0.000115 | 0.000220 | 0.000104
clock | 0.000388 | 0.000646 | 0.000258
sequential | 0.000792 | 0.000839 | 0.0000467
total | 0.00130 | 0.00170 | 0.000409
[critical path, stage by stage]
cell             delay (ns)
clkdlybuf4s50_1        0.81
buf_4                  0.25
mux2_2                 0.34
o22ai_1                0.15
mux2i_1                0.11
clkdlybuf4s50_1        0.41
Power and IR drop assume default switching activity.
